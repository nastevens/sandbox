==> ./design.v <==
module control (clk,     
                reset,   
                GU,      
                GL,      
                CU,      
                CL,      
                UES,     
                LES,     
                IS,      
                AU,      
                AL,      
                T,       
                MU,      
                MD,      
                CUE,     
                CLE,     
                CI,      
                OUE,     
                OLE,     
                OI,      
                KT);     
    input  clk, reset, GU, GL, CU, CL, UES, LES, IS, AU, AL, T;
    output MU, MD, CUE, CLE, CI, OUE, OLE, OI, KT;
    reg MU, MD, CUE, CLE, CI, OUE, OLE, OI, KT;
    reg [3:0] state;
    parameter   EMU=4'b0000,     
                EMD=4'b0001,     
                WLC=4'b0010,     
                WLO=4'b0011,     
                WUC=4'b0100,     
                WUO=4'b0101,     
                CDU=4'b0110,     
                ODU=4'b0111,     
                CDL=4'b1000,     
                ODL=4'b1001,     
                SET=4'b1010,     
                STA=4'b1011;     
    always @ (posedge clk)
    begin
        if (reset)
        begin
            state <= WLC;
            MU <= 0; MD <= 0; CUE <= 0; CI <= 0; CLE <= 0;
            OUE <= 0; OLE <= 0; OI <= 0; KT <= 0;
        end
        else begin
        case (state)
        SET: begin
                if (T) begin
                    if (AU) begin
                        state <= ODU;
                        KT <= 0;
                        OUE <= 1;
                        OI <= 1;
                    end
                    else if (AL) begin
                        state <= ODL;
                        KT <= 0;
                        OLE <= 1;
                        OI <= 1;
                    end
                end
                else begin
                    KT <= 0;
                    state <= SET;
                end
             end
        STA: begin
                if (T & ~KT) begin
                    if (AU) begin
                        state <= EMD;
                        MD <= 1;
                        KT <= 1;
                    end
                    else if (AL) begin
                        state <= EMU;
                        MU <= 1;
                        KT <= 1;
                    end
                end
                else begin
                    KT <= 0;
                    state <= STA;
                end
             end
        EMU: begin
                if (AU) begin
                    state <= SET;
                    KT <= 1;
                    MU <= 0;
                end
                else if (T) begin
                    state <= EMU;
                    MU <= 1;
                    KT <= 1;
                end
                else begin
                    state <= EMU;
                    KT <= 0;
                    MU <= 0;
                end
              end
        EMD: begin
                if (AL) begin
                    state <= SET;
                    KT <= 1;
                    MD <= 0;
                end
                else if (T) begin
                    state <= EMD;
                    MD <= 1;
                    KT <= 1;
                end
                else begin
                    state <= EMD;
                    KT <= 0;
                    MD <= 0;
                end
             end
        WLC: begin
                if (LES | IS) begin 
                    state <= CDL;
                    CLE <= 1;
                    CI <= 1;
                end
                else if (GL | CL) begin
                    state <= ODL;
                    OLE <= 1;
                    OI <= 1;
                end
                else if (GU | CU) begin
                    state <= STA;
                    KT <= 1;
                end
                else state <= WLC;
             end
        WLO: begin
                if (~LES | ~IS) begin
                    state <= ODL;
                    OLE <= 1;
                    OI <= 1;
                end
                else if (CL) begin
                    state <= WLO;
                    KT <= 1;
                end
                else if (GL) begin
                    state <= WLO;
                    KT <= 1;
                end
                else if (T & ~KT) begin
                    state <= CDL;
                    CLE <= 1;
                    CI <= 1;
                end
                else begin
                    KT <= 0;
                    state <= WLO;
                end
             end
        CDL: begin
                if (GL | CL) begin
                    state <= ODL;
                    OLE <= 1;
                    OI <= 1;
                end
                else if (~LES & ~IS) begin
                    state <= WLC;
                end
                else state <= CDL;
                CLE <= 0;
                CI <= 0;
             end
        ODL: begin
                if (LES & IS) begin
                    state <= WLO;
                    KT <= 1;
                end
                else state <= ODL;
                OLE <= 0;
                OI <= 0;
             end
        WUC: begin
                if (UES | IS) begin 
                    state <= CDU;
                    CUE <= 1;
                    CI <= 1;
                end
                else if (GU | CU) begin
                    state <= ODU;
                    OUE <= 1;
                    OI <= 1;
                end
                else if (GL | CL) begin
                    state <= STA;
                    KT <= 1;
                end
                else state <= WUC;
             end
        WUO: begin
                if (~UES | ~IS) begin
                    state <= ODU;
                    OUE <= 1;
                    OI <= 1;
                end
                else if (CU) begin
                    state <= WUO;
                    KT <= 1;
                end
                else if (GU) begin
                    state <= WUO;
                end
                else if (T & ~KT) begin
                    state <= CDU;
                    CUE <= 1;
                    CI <= 1;
                end
                else begin
                    KT <= 0;
                    state <= WUO;
                end
             end
        CDU: begin
                if (GU | CU) begin
                    state <= ODU;
                    OUE <= 1;
                    OI <= 1;
                end
                else if (~UES & ~IS) begin
                    state <= WUC;
                end
                else state <= CDU;
                CUE <= 0;
                CI <= 0;
             end
        ODU: begin
                if (UES & IS) begin
                    state <= WUO;
                    KT <= 1;
                end
                else state <= ODU;
                OUE <= 0;
                OI <= 0;
             end
        endcase
        end
    end
endmodule
module led_decoder (clk, reset, floor, UES, LES, IS, led_sel, led_out);
    input clk, reset, UES, LES, IS;
    input [1:0] floor;
    output [3:0] led_sel;
    output [7:0] led_out;
    reg [3:0] led_sel;
    reg [7:0] led_out;
    reg [1:0] state;
    wire floor_0 = ~(floor == 2'b00);
    wire floor_1 = ~(floor == 2'b01);
    wire floor_2 = ~(floor == 2'b10);
    wire floor_3 = ~(floor == 2'b11);
    wire [7:0] led_0 = {floor_0, floor_0, 1'b1, LES,  1'b1, floor_0, IS | floor_0, 1'b1};
    wire [7:0] led_1 = {floor_1, floor_1, 1'b1, 1'b0, 1'b1, floor_1, IS | floor_1, 1'b1}; 
    wire [7:0] led_2 = {floor_2, floor_2, 1'b1, 1'b0, 1'b1, floor_2, IS | floor_2, 1'b1}; 
    wire [7:0] led_3 = {floor_3, floor_3, 1'b1, UES,  1'b1, floor_3, IS | floor_3, 1'b1}; 
    wire [7:0] reset_on = reset ? 8'b11111111 : 8'b00000000;
    always @ (posedge clk)
    begin
        state <= state + 1;
        case (state)
            0: begin led_sel <= 4'b0111; led_out <= led_0 | reset_on; end
            1: begin led_sel <= 4'b1011; led_out <= led_1 | reset_on; end
            2: begin led_sel <= 4'b1101; led_out <= led_2 | reset_on; end
            3: begin led_sel <= 4'b1110; led_out <= led_3 | reset_on; end
        endcase
    end
    initial
    begin
        led_sel = 0;
        led_out = 0;
        state = 0;
    end
endmodule
module led_divider (clk, reset, led_clk);
    input clk, reset;
    output led_clk;
    reg led_clk;
    reg [15:0] div_reg;
    parameter div_count = 16'd25000;
    always @ (posedge clk)
    begin
        if (reset)
        begin
            div_reg <= 0;
            led_clk <= 0;
        end
        else if (div_reg >= div_count)
        begin
            div_reg <= 0;
            led_clk <= ~led_clk;
        end
        else
        begin
            div_reg <= div_reg + 1;
        end
    end
endmodule
module timer (clk, reset, KT, T);
    input clk, reset, KT;
    output T;
    reg T, running;
    reg [27:0] timer_reg;
    parameter timer_count = 28'd50000000;
    always @ (posedge clk)
    begin
        if (reset)
        begin
            running <= 0;
            timer_reg <= 0;
            T <= 0;
        end
        else if (timer_reg >= timer_count)
        begin
            running <= 0;
            timer_reg <= KT ? timer_reg : 0;
            T <= 1;
        end        
        else if (KT)
        begin
            running <= 1;
            timer_reg <= running ? timer_reg + 1 : timer_reg;
            T <= 0;
        end
        else timer_reg <= running ? timer_reg + 1 : timer_reg;
    end
endmodule
module top_level (clk, GUPB, GLPB, CUPB, CLPB, reset, led_sel, led_out);
    input clk, GUPB, GLPB, CUPB, CLPB, reset;
    output [3:0] led_sel;
    output [7:0] led_out;
    wire sigGU, sigGL, sigCU, sigCL, sigUES, sigLES, sigIS; 
    wire sigAU, sigAL, sigMU, sigMD, sigCUE, sigCLE, sigCI;
    wire sigOUE, sigOLE, sigOI, sigKT, sigLEDClk;
    wire [1:0] sigfloor;
    control main_control (.clk(clk),    .GU(sigGU),   .GL(sigGL),   
                          .CU(sigCU),   .CL(sigCL),   .UES(sigUES),
                          .LES(sigLES), .IS(sigIS),   .AU(sigAU),
                          .AL(sigAL),   .T(sigT),     .MU(sigMU),
                          .MD(sigMD),   .CUE(sigCUE), .CLE(sigCLE),
                          .CI(sigCI),   .OUE(sigOUE), .OLE(sigOLE),
                          .OI(sigOI),   .KT(sigKT),   .reset(reset));
    timer main_timer (.clk(clk), .reset(reset), .KT(sigKT), .T(sigT));
    transducers main_transducers (.GUPB(GUPB),  .GLPB(GLPB),  .CUPB(CUPB),
                                  .CLPB(CLPB),  .MU(sigMU),   .MD(sigMD),
                                  .CUE(sigCUE), .CLE(sigCLE), .CI(sigCI),
                                  .OUE(sigOUE), .OLE(sigOLE), .OI(sigOI),
                                  .GU(sigGU),   .GL(sigGL),   .CU(sigCU),
                                  .CL(sigCL),   .UES(sigUES), .LES(sigLES),
                                  .IS(sigIS),   .AU(sigAU),   .AL(sigAL),
                                  .floor(sigfloor), .reset(reset), .clk(clk));
     led_divider main_divider (.clk(clk), .reset(reset), .led_clk(sigLEDClk));
     led_decoder main_decoder (.clk(sigLEDClk), .reset(reset), .floor(sigfloor),
                               .UES(sigUES),    .LES(sigLES),  .IS(sigIS),
                               .led_sel(led_sel), .led_out(led_out));
endmodule
module transducers (clk,
                    reset,
                    GUPB,
                    GLPB,
                    CUPB,
                    CLPB,
                    MU,
                    MD,
                    CUE,
                    CLE,
                    CI,
                    OUE,
                    OLE,
                    OI,
                    GU,
                    GL,
                    CU,
                    CL,
                    UES,
                    LES,
                    IS,
                    AU,
                    AL,
                    floor);
    input clk, reset;
    input GUPB, GLPB, CUPB, CLPB, MU, MD, CUE, CLE, CI, OUE, OLE, OI;
    output GU, GL, CU, CL, UES, LES, IS, AU, AL;
    output [1:0] floor;
    reg GU, GL, CU, CL, UES, LES, IS;
    reg [1:0] floor;
    reg CUE_state, OUE_state, CLE_state, OLE_state;
    reg CI_state, OI_state, MD_state, MU_state;
    always @ (posedge clk)
    begin
        if (reset)
        begin
            GU  <= 0;
            GL  <= 0;
            CU  <= 0;
            CL  <= 0;
            UES <= 0;
            LES <= 0;
            IS  <= 0;
            floor <= 2'b00;
        end
        else
        begin
            if (MU & ~MU_state)
            begin
                floor <= floor + 1;
                CU <= 0;
                GU <= 0;
                MU_state <= 1;
            end
            else
            begin
                if (GUPB) GU <= 1; else if (floor == 2'b11) GU <= 0;
                if (CUPB & ~UES) CU <= 1; else CU <= 0;
                MU_state <= MU;
            end
            if (MD & ~MD_state)
            begin
                floor <= floor - 1;
                CL <= 0;
                GL <= 0;
                MD_state <= 1;
            end
            else
            begin
                if (GLPB) GL <= 1; else if (floor == 2'b00) GL <= 0;
                if (CLPB & ~LES) CL <= 1; else CL <= 0;
                MD_state <= MD;
            end
            if (CUE & ~CUE_state)      begin UES <= 0; CUE_state <= 1; end
            else if (OUE & ~OUE_state) begin UES <= 1; OUE_state <= 1; end
            else begin CUE_state <= CUE; OUE_state <= OUE; end
            if (CLE & ~CLE_state)      begin LES <= 0; CLE_state <= 1; end
            else if (OLE & ~OLE_state) begin LES <= 1; OLE_state <= 1; end
            else begin CLE_state <= CLE; OLE_state <= OLE; end
            if (CI & ~CI_state)        begin IS  <= 0; CI_state  <= 1; end
            else if ( OI & ~OI_state)  begin IS  <= 1; OI_state  <= 1; end
            else begin CI_state <= CI; OI_state <= OI; end
        end
    end
assign AU = floor == 2'b11;
assign AL = floor == 2'b00;
endmodule
==> ./run.sh <==
#!/bin/bash
# OpenROAD 26Q1-2900-gdf79404cd8, Yosys 0.63+post, stock flow scripts
make -C /OpenROAD-flow-scripts/flow DESIGN_CONFIG=/design/flow/config.mk WORK_HOME=/design/flow/orfs finish
==> ./config.mk <==
export PLATFORM = sky130hd
export DESIGN_NAME = top_level
export DESIGN_NICKNAME = top_level
export VERILOG_FILES = /design/flow/design.v
export SDC_FILE = /design/flow/constraint.sdc
export NUM_CORES = 4
export LEC_CHECK = 1
export CORE_UTILIZATION = 40
==> ./constraint.sdc <==
current_design top_level

set clk_period 5.7
set clk_io_pct 0.2

create_clock -name clk0 -period $clk_period [get_ports {clk}]

set non_clock_inputs [all_inputs -no_clocks]
set_input_delay [expr $clk_period * $clk_io_pct] -clock clk0 $non_clock_inputs
set_output_delay [expr $clk_period * $clk_io_pct] -clock clk0 [all_outputs]
==> impl_metrics.csv <==
group,metric,value,unit
final_layout,drive_gt1_frac,0.0424,
final_layout,utilization,0.459,
placed_design,gp_congestion,0.900,
synthesis,syn_inst,602,
grt,first_global_vias,3907,
synthesis,ys_ff,95,
timing,tns,0,ns
synthesis,ys_chip_area,5020,µm²
drt,vias,4325,
timing,unclocked_pins,10,
floorplanning,die_h,114,µm
job,drv_cap,0,
pwr,max-vdd-ir-drop,0.000166,V
floorplanning,core,12100,µm²
grt,grtUsageTotal,0.191,
floorplanning,chip_area,13000,µm²
clocking,cts-resized-gates,0,
synthesis,yosysSeqAreaShare,0.395,
status,status,"finished clean",
floorplanning,core.rowCount,40,
timing,setup_ws,3.08,ns
drt,drtAntennaViolNets,0,
synthesis,yosys_most_used_dff,"dfxtp_1",
drt,antenna_cells,0,
floorplanning,fp_util,0.415,
timing,setup-violations-final,0,
worst_setup_path,required,5.95,ns
final_layout,areaGrowthSynthToFinish,10.7,%
hold_path,hp-class,"reg2reg",
pwr,p_leak,0.00189,µW
timing,period_used_share,0.459,
worst_setup_path,cp_max_fo,42,
synthesis,synthDistinctLibCells,71,
clocking,cts_tree,"yes",
drt,wl_per_cell,15.3,µm
worst_setup_path,cp-start-kind,"input port",
floorplanning,die_w,114,µm
drt,drt_iter0_drc,417,
drt,viasPerCell,5.71,
timing,maxSlewHeadroom,0.422,
floorplanning,io_pins,18,
placed_design,portBuffers,17,
final_layout,largest_reg_flops,28,
final_layout,final_cells,758,
timing,fmax,0.382,GHz
synthesis,synth_area,5020,µm²
clocking,ctsHtreeMaxLevel,3,
clocking,root_buffer,"clkbuf_16",
synthesis,edf_count,8,
grt,antenna_found_initial,0,
placed_design,place_ws,2.78,ns
clocking,cts_setup_buffers,0,
placed_design,dp_cells,742,
timing,tightest_slew,0.866,ns
worst_setup_path,critPathArrivalTime,2.87,ns
synthesis,ys_cells,602,
timing,untimed_endpoints,21,
clocking,cts_hold_buf,0,
timing,period_needed,2.62,ns
clocking,clockBufferDepth,2,
grt,grt_max_degree,43,
final_layout,n_fill_cell,1167,
grt,grt_pass1_wl,19800,µm
clocking,clkTransAtPathRegs,0.06,ns
placed_design,place_area,5210,µm²
grt,gr-total-overflow,0,
drt,drtPass1Iterations,5,
timing,hold_viol,0,
timing,drv_slew,0,
pwr,power_density,266,nW/µm²
worst_setup_path,crit_type,"in2reg",
clocking,clock_latency,0.34,ns
worst_setup_path,cp-end-kind,"flop",
synthesis,syn_area_per_cell,8.34,µm²
synthesis,yosysWarnings,6,
drt,finalWirelength,11600,µm
placed_design,place_hpwl,7750,µm
clocking,numCtsBuffers,9,
drt,route.detailed.drc,0,
final_layout,fin_area,5560,µm²
synthesis,synthArstFlopShare,0,
timing,clock_skew,0.00455,ns
job,tool_warnings,40,
timing,rsz0062_at_grt,"no",
==> report_power, final <==
part / internal (µW) / switching (µW) / leakage [µW]
Sequential: 636 / 43.3 / 0.000790
Combinational: 50.8 / 61.1 / 0.000934
Clock: 456 / 234 / 0.000169
==> layout make-up <==
class | instances | area (µm²) | area share
tap | 168 | 210 | 0.0378
clock inverter | 3 | 90.1 | 0.0162
clock buffer | 13 | 262 | 0.0470
multi-input combinational | 420 | 2680 | 0.481
inverter | 38 | 143 | 0.0256
sequential | 95 | 1980 | 0.356
timing repair buffer | 21 | 200 | 0.0360
==> cell families (layout without fill, tap and decap cells) <==
logic type | after synthesis | after routing | synth area share
adders and majority gates | 17 | 17 | 0.0423
xor gates and xnor gates | 14 | 14 | 0.0244
and+or+nand+nor | 230 | 230 | 0.247
DFF | 95 | 95 | 0.395
buffers and inverters | 87 | 75 | 0.0730
muxes | 3 | 3 | 0.00598
AOI/OAI and AO/OA | 154 | 154 | 0.211
other | 2 | 2 | 0.00149
==> stage by stage <==
step	power, µW	hold WS [ns]
after CTS	1490	0.452
final	1480	0.451
after floorplan	770	0.428
after global placement	802	0.430
after detailed placement	803	0.443
after global routing	1540	0.479
==> critical path, cell delays in order <==
cell,delay [ns]
clkdlybuf4s50_1,0.40
buf_4,0.26
a21oi_1,0.24
buf_4,0.30
nand3_1,0.18
o32ai_1,0.32
==> synth_stat cells (all sizes together), types with 11 or more instances <==
cell | n | area (µm²)
nand2 | 29 | 109
nand3 | 34 | 170
dfxtp | 87 | 1740
a21oi | 27 | 135
a31oi | 11 | 68.8
o21ai | 33 | 169
nand4 | 23 | 144
buf | 16 | 100
nor3 | 18 | 90.1
ha | 17 | 213
nor2 | 53 | 199
inv | 38 | 143
o211ai | 12 | 90.1
clkbuf | 33 | 124
==> worst paths after layout <==
check                                             start                                      end  slack, ns  cells past startpoint
hold reg to reg            main_control.MU$_SDFFE_PP0P_  main_transducers.MU_state$_SDFFCE_PP1N_       0.45                      0
setup / recovery                                  reset    main_timer.timer_reg[12]$_SDFFE_PP0P_       3.08                      6
hold / removal             main_control.MU$_SDFFE_PP0P_  main_transducers.MU_state$_SDFFCE_PP1N_       0.45                      0
setup reg to reg  main_timer.timer_reg[11]$_SDFFE_PP0P_    main_timer.timer_reg[20]$_SDFFE_PP0P_       3.32                      5
==> placed cells by master, fill, tap and decap left out, types with 9 or more instances in the layout <==
master,count
dfxtp_1,87
nor2_1,53
inv_1,38
nand3_1,34
nand2_1,29
o21ai_0,29
a21oi_1,27
nand4_1,23
nor3_1,18
ha_1,17
clkdlybuf4s50_1,17
o211ai_1,12
a31oi_1,11
and4_1,10
clkbuf_16,10
and3_1,9
==> layer usage <==
metal,share of wire,GRT usage,vias to the layer above
met5,0,0,-
met3,0.050,0.0254,12
met4,0.011,0.0277,0
li1,-,-,2165
met1,0.49,0.312,2005
met2,0.44,0.282,143
Power is estimated from default activity; no workload was simulated.
