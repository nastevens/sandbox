<file path="./config.mk">
export PLATFORM = sky130hd
export DESIGN_NAME = LEDDisplay
export DESIGN_NICKNAME = LEDDisplay
export VERILOG_FILES = /design/flow/design.v
export SDC_FILE = /design/flow/constraint.sdc
export NUM_CORES = 4
export LEC_CHECK = 1
export CORE_UTILIZATION = 40
</file>
<file path="./constraint.sdc">
current_design LEDDisplay

set clk_period 5.6
set clk_io_pct 0.2

create_clock -name clk0 -period $clk_period [get_ports {CLKIN}]

set non_clock_inputs [all_inputs -no_clocks]
set_input_delay [expr $clk_period * $clk_io_pct] -clock clk0 $non_clock_inputs
set_output_delay [expr $clk_period * $clk_io_pct] -clock clk0 [all_outputs]
</file>
<file path="./design.v">
`timescale 1ns / 1ps
module LEDDisplay(
    input CLKIN,
    input RESET,
    output reg [7:0] SEG,
    output reg [3:0] SEL,
    output reg [7:0] COUNT
);
parameter period = 50000000;
localparam blank = 8'b1111_1111;
reg [25:0] ticks;
reg [1:0] led_sel;
reg [8:0] led_ticks;
reg en;
wire [3:0] ones_bcd;
wire [3:0] tens_bcd;
wire [3:0] hundreds_bcd;
wire [7:0] ones_led;
wire [7:0] tens_led;
wire [7:0] hundreds_led;
assign blank_hundreds = (hundreds_bcd == 0);
assign blank_tens = blank_hundreds & (tens_bcd == 0);
always @ (posedge CLKIN)
    if (RESET)
        led_sel = 2'b0;
    else if (led_ticks == 0)
        led_sel = led_sel + 1;
    else
        led_sel = led_sel;
always @ (posedge CLKIN)
    if (RESET)
        led_ticks <= 9'b0;
    else
        led_ticks <= led_ticks + 1;
always @ (posedge CLKIN)
    if (RESET)
        begin
        SEG <= 8'b1111_1111;
        SEL <= 4'b1111;
        end
    else
        case (led_sel)
            2'b00:  begin
                    SEG <= ones_led;
                    SEL <= 4'b1110;
                    end
            2'b01:  begin
                    SEG <= blank_tens ? blank : tens_led;
                    SEL <= 4'b1101;
                    end
            2'b10:  begin
                    SEG <= blank_hundreds ? blank : hundreds_led;
                    SEL <= 4'b1011;
                    end
            2'b11:  begin
                    SEG <= 8'b1111_1111;
                    SEL <= 4'b0111;
                    end
        endcase
always @ (posedge CLKIN)
    if (RESET)
        COUNT <= 8'b0;
    else if (en)
        COUNT <= COUNT + 1;
    else
        COUNT <= COUNT;    
always @ (posedge CLKIN)
    if (RESET)
        begin
        ticks   <= 26'b0;
        en      <= 1'b0;
        end
    else if (ticks >= period)
        begin
        ticks   <= 26'b0;
        en      <= 1'b1;
        end
    else
        begin
        ticks   <= ticks + 1;
        en      <= 1'b0;
        end
bin2bcd converter (
    .A(COUNT), 
    .ONES(ones_bcd), 
    .TENS(tens_bcd), 
    .HUNDREDS(hundreds_bcd)
);
bcd2led ones_converter (
    .BCD(ones_bcd),
    .LED(ones_led)
);
bcd2led tens_converter (
    .BCD(tens_bcd),
    .LED(tens_led)
);
bcd2led hundreds_converter (
    .BCD(hundreds_bcd),
    .LED(hundreds_led)
);
endmodule
`timescale 1ns / 1ps
module add3(
    input [3:0] IN,
    output reg [3:0] OUT
);
always @ (IN)
    case (IN)
        4'b0000: OUT = 4'b0000;
        4'b0001: OUT = 4'b0001;
        4'b0010: OUT = 4'b0010;
        4'b0011: OUT = 4'b0011;
        4'b0100: OUT = 4'b0100;
        4'b0101: OUT = 4'b1000;
        4'b0110: OUT = 4'b1001;
        4'b0111: OUT = 4'b1010;
        4'b1000: OUT = 4'b1011;
        4'b1001: OUT = 4'b1100;
        default: OUT = 4'b0000;
    endcase
endmodule
`timescale 1ns / 1ps
module bcd2led(
    input [3:0] BCD,
    output reg [7:0] LED
    );
    always @ (BCD)
    begin
        case(BCD)
            4'd0: LED = 8'b00000011;
            4'd1: LED = 8'b10011111;
            4'd2: LED = 8'b00100101;
            4'd3: LED = 8'b00001101;
            4'd4: LED = 8'b10011001;
            4'd5: LED = 8'b01001001;
            4'd6: LED = 8'b01000001;
            4'd7: LED = 8'b00011111;
            4'd8: LED = 8'b00000001;
            4'd9: LED = 8'b00001001;
            default: LED = 8'b11101111;
        endcase
    end
endmodule
`timescale 1ns / 1ps
module bin2bcd(
    input [7:0] A,
    output [3:0] ONES,
    output [3:0] TENS,
    output [3:0] HUNDREDS
    );
    wire [3:0] c1,c2,c3,c4,c5,c6,c7;
    wire [3:0] d1,d2,d3,d4,d5,d6,d7;
    assign d1 = {1'b0,A[7:5]};
    assign d2 = {c1[2:0],A[4]};
    assign d3 = {c2[2:0],A[3]};
    assign d4 = {c3[2:0],A[2]};
    assign d5 = {c4[2:0],A[1]};
    assign d6 = {1'b0,c1[3],c2[3],c3[3]};
    assign d7 = {c6[2:0],c4[3]};
    add3 m1(d1,c1);
    add3 m2(d2,c2);
    add3 m3(d3,c3);
    add3 m4(d4,c4);
    add3 m5(d5,c5);
    add3 m6(d6,c6);
    add3 m7(d7,c7);
    assign ONES = {c5[2:0],A[0]};
    assign TENS = {c7[2:0],c5[3]};
    assign HUNDREDS = {2'b00, c6[3],c7[3]};
endmodule
</file>
<file path="./run.sh">
#!/bin/bash
# OpenROAD 26Q1-2900-gdf79404cd8, Yosys 0.63+post, stock flow scripts
make -C /OpenROAD-flow-scripts/flow DESIGN_CONFIG=/design/flow/config.mk WORK_HOME=/design/flow/orfs finish
</file>
==> run notes <==
Implementation run completed; key figures follow.

Run status:
- The flow ran to the end, and the final reports show no timing, DRC or antenna violations.

Floorplanning:
- The run gives the horizontal die dimension as roughly 100 µm.
- The run gives the number of I/O pins as 22.
- The run gives the total die size as between 0.01 and 0.015 mm².
- The run puts the number of standard-cell rows in the floorplan at 35.
- In this run the vertical extent of the chip is about 100 µm.
- The run gives the share of the core filled by cells before placement as 41.5%.
- The core region is 0.00933 mm².

Pwr:
- The run gives the combinational power share as 10.6%.
- In this run the power spent charging and discharging nets is 0.219 mW.
- For this design the ratio of total power to cell area is between 200 and 250 mW/mm².
- The run gives the cell leakage power as 1.64 nW.
- The run gives the maximum vdd drop as around 0.17 mV.
- The internal power of the cells totals just over 0.7 mW.
- The run gives the share of power burned in registers as around half.
- The run gives the switching share of power as roughly a quarter.
- The share of total power dissipated in the clock network is about two fifths.
- The design draws roughly 0.94 mW.

Route:
- The run puts the number of antenna-violating nets in the routed design at 0.
- In the final routed layout, each cell accounts on average for around 13 µm.
- The run puts the total DRC errors in the routed layout at 0.
- The run puts the aggregate routed wire length at roughly 7700 µm.
- The run gives the antenna diode instance count as 0.
- The run puts the number of detailed-routing iterations run before antenna repair at 4.
- The run gives the overall via count from detail_route as approximately 3100.
- In the routed layout, each cell is associated on average with a via count of a little over 5.
- The run puts the number of violations reported at the end of detailed-routing iteration 0 at ~130.

Finish:
- The filler cells instantiated in the layout total between 800 and 900.
- Ranking logic cells in the layout by count gives the top entries 67 x nor2_1, 61 x dfxtp_1, 29 x nand2_1, 25 x ha_1.
- The run puts the area of all placed cells without fillers at around 0.0043 mm².
- The run gives the commonest non-fill, non-tap cell in the layout as nor2_1.
- The run puts the share of post-route cells with drive strength above 1 at 6.71%.
- Relative to the synthesized area, the layout overhead comes to 10.2%.

Place:
- The run puts the half-perimeter wire length after placement at about 5500 µm.
- Setup slack on the worst path after placement came out at 1.53 ns.
- The run puts the placed cell area at ~0.004 mm².
- The run puts the placer congestion estimate at 0.864.
- As logged by OpenROAD, the buffers inserted on ports number 20.

Global routing:
- The number of global-route vias before repair came to between 2000 and 3000.
- The first global-routing pass estimated 13100 µm of wire.
- The run puts the sum of overflow across all layers after global routing at 0.
- The run gives the largest net degree at the start of global routing as 27.
- The run gives the overall fraction of global-route tracks in use as around 16%.
- The run puts the number of antenna violations at the first check in global routing at 0.

Critical path:
- In this design, the critical path's most frequently occurring cell is nand2_1.
- Looking at the critical path, the highest net fanout was 22.
- The worst register-to-register path begins at converter.c1[0]$_DFF_P_.
- The capture point of the critical path was reported as SEG[6]$_SDFF_PP1_.
- Logic depth along the worst register-to-register path is recorded as 12.
- The run gives the critical path class as reg2reg.
- For the worst reg-to-reg path, the endpoint reported by OpenROAD is SEG[6]$_SDFF_PP1_.
- STA classifies the critical path startpoint as a flip-flop.
- The run gives the path length in cells of the critical path as 12.
- The run gives the register-to-register setup slack as roughly 1.4 ns.
- The run gives the kind of cell with the highest combined delay on the critical path as AND-OR/OR-AND gates.
- The largest individual stage delay along the critical path comes from the cell dfxtp_1.
- The run puts the required time of the critical path at a little under 6 ns.
- The signal on the critical path passes through nor2b_1, mux2i_1, o211ai_1, nor2_2, nand2_1, a21oi_1, a221oi_1, ha_1, nor3b_1, nand2_1, a31oi_1, or3_1.
- Data arrives at the worst endpoint at roughly 4.5 ns.
- OpenSTA lists the critical path startpoint as converter.c1[0]$_DFF_P_.
- The run gives the longest individual stage delay on the worst path as between 0.7 and 0.8 ns.
- The script reports the combined buffer and inverter count of the critical path as 0.
- STA classifies the critical path endpoint as a flip-flop.

Logic synthesis:
- The run puts the total standard cell area after synthesis at approximately 0.0039 mm².
- The run puts the flip-flop and latch count after synthesis at roughly 61.
- The run puts the number of unique standard cell types used by synthesis at 76.
- The run gives the main flop type as dfxtp_1.
- The run gives the area share of the largest cell type after synthesis as a little under a third.
- The run gives the mean cell area of the mapped netlist as approximately 8.4 µm².
- The run gives the count of flip-flops with a built-in enable after synthesis as 0.
- For this run, the number of Yosys warnings is 5.
- The run gives the library cell occupying the most area in the post-synthesis netlist as dfxtp_1.
- Per the post-synthesis report, the number of cells in the design is between 400 and 500.
- The run gives the area reported by Yosys stat as 0.00387 mm².
- The run gives the sequential share of the synthesized area as approximately a third.
- Yosys reported that registers with async set or reset make up 0%.
- The run puts the yosys stat cell total at between 400 and 500.
- By area the synthesized netlist is led by dfxtp_1 32%, ha_1 8.1%, nor2_1 6.5%.

Clocking:
- The run puts the number of buffers inserted by post-CTS setup repair at 0.
- TritonCTS built the clock tree.
- The run gives the number of buffers created by CTS as 9.
- The run gives the CTS clock-pin slew for the worst setup and hold paths as about 0.070 ns.
- Looking at the clock tree report, the root buffer type is clkbuf_8.
- The run puts the insertion delay of the later-clocked pin in the worst-skew pair at 0.33 ns.
- Looking at the clock tree report, the H-tree level count equals 3.
- According to the CTS report, the clock sink count is 61.
- The run puts the cts-stage hold buffer count at 0.
- The run puts the total of cells resized after clock tree synthesis at 0.
- The run gives the largest buffer count on any clock path as 2.

Final timing:
- The run puts the pin slew with the least headroom to its limit at 0.799 ns.
- The highest clock rate this design can be run at is about 0.24 GHz.
- For the final routed database, the setup TNS stands at 0 ns.
- The run puts the count of endpoints failing setup in the final report at 0.
- The run gives the final critical delay including setup and external delays as between 4 and 5 ns.
- Setup repair after global routing left no endpoint under its margin.
- The run puts the relative slew slack at between 40% and 50%.
- The run gives the clock tree skew after final layout as between 0.005 and 0.006 ns.
- After layout, the worst path uses approximately three quarters of the clock period.
- The run gives the final count of hold timing violations as 0.
- After layout, the worst setup slack is between 1 and 1.5 ns.
- The final timing report lists a max-slew violation count of 0.

Flow run:
- Across the run, the number of max-cap violations was 0.
- The logs give a warning total of 44.

Worst hold path:
- The run gives the classification of the worst-slack hold path as reg2reg.
## sequential cells by signal (all words and copies together), names as in the netlist
| signal | count |
|---|---|
| led_ticks | 9 |
| converter.c1 | 4 |
| led_sel | 2 |
| ticks | 26 |
| SEG | 7 |
| SEL | 4 |
| COUNT | 8 |
| en | 1 |
## routing by layer
layer  share of wire, %  GRT usage [%]  wire, µm  vias to the layer above
li1                   -              -         -                     1639
met1                 50           24.1      3810                     1420
met2                 46           26.3      3530                       48
met3                2.8           1.63       212                       12
met4                1.6           3.12       125                        0
met5                  0              0         0                        -
## power by group through the flow
stage / Clock (mW) / Combinational [mW] / Sequential (mW)
final: 0.373 / 0.0996 / 0.464
after global routing: 0.410 / 0.112 / 0.467
after CTS: 0.387 / 0.101 / 0.465
## metrics by stage
| stage | utilization (%) | instances | hold WS (ns) |
|---|---|---|---|
| after floorplan | - | 463 | 0.426 |
| after global placement | 43.7 | 590 | 0.440 |
| after detailed placement | 43.7 | 590 | 0.450 |
| after CTS | 45.8 | 606 | 0.463 |
| after global routing | 45.8 | 606 | 0.491 |
| final | 45.8 | 606 | 0.457 |
## kinds of logic after synthesis
group | synth area share [%]
compound gates | 17.6
flops | 31.5
mux | 2.36
fa+ha+maj | 8.07
other cells | 0.0968
xor+xnor | 8.78
simple gates | 25.1
buf+inv | 6.52
## worst min-delay path by stage
| stage | start | end | depth (start not counted) |
|---|---|---|---|
| after CTS | ticks[0]$_SDFF_PP0_ | ticks[0]$_SDFF_PP0_ | 1 |
| after global routing | ticks[0]$_SDFF_PP0_ | ticks[0]$_SDFF_PP0_ | 1 |
| final | ticks[0]$_SDFF_PP0_ | ticks[0]$_SDFF_PP0_ | 1 |
## worst reg2reg max path: stages (launching register included)
cell and delay, ns:
dfxtp_1 0.78, nor2b_1 0.39, mux2i_1 0.12, o211ai_1 0.65, nor2_2 0.19, nand2_1 0.16
a21oi_1 0.08, a221oi_1 0.53, ha_1 0.37, nor3b_1 0.45, nand2_1 0.10, a31oi_1 0.18
or3_1 0.12
## synthesized netlist by cell type (15+ instances only)
library cell,n
a21oi_1,21
and3_1,15
dfxtp_1,61
ha_1,25
inv_1,21
nand2_1,29
nand3_1,19
nor2_1,67
o21ai_0,18
xnor2_1,17
xor2_1,20
## cell type report
type                            instances  area, µm²  area share [%]
Tap cell                              129        161            3.78
Clock inverter                          4       47.5            1.11
Inverter                               21       78.8            1.85
Sequential cell                        61       1220            28.6
Clock buffer                           12        145            3.40
Timing Repair Buffer                   22        215            5.04
Multi-Input combinational cell        357       2400            56.2
Power and IR drop assume default switching activity.
